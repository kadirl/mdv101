<file path="flow/config.mk">
export PLATFORM = sky130hd
export DESIGN_NAME = fibonacci_generator
export DESIGN_NICKNAME = fibonacci_generator
export VERILOG_FILES = /design/flow/design.v
export SDC_FILE = /design/flow/constraint.sdc
export NUM_CORES = 4
export LEC_CHECK = 1
export CORE_UTILIZATION = 30
</file>
<file path="flow/constraint.sdc">
current_design fibonacci_generator

set clk_period 12.0
set clk_io_pct 0.2

create_clock -name clk0 -period $clk_period [get_ports {clk}]

set non_clock_inputs [all_inputs -no_clocks]
set_input_delay [expr $clk_period * $clk_io_pct] -clock clk0 $non_clock_inputs
set_output_delay [expr $clk_period * $clk_io_pct] -clock clk0 [all_outputs]
</file>
<file path="flow/design.v">
module fibonacci_generator (
    input clk,         
    input rst,         
    input enable,      
    output reg [31:0] fib_out   
);
reg [31:0] fib_prev1;   
reg [31:0] fib_prev2;   
reg [31:0] fib_out1;
assign fib_out = fib_out1;
always @(posedge clk) begin
    if (rst) begin
        fib_prev1 = 32'd1;   
        fib_prev2 = 32'd0;   
        fib_out1 = 32'd0;     
    end else if (enable) begin
        fib_out1 = fib_prev1 + fib_prev2;
        fib_prev2 = fib_prev1;
        fib_prev1 = fib_out1;
    end
end
endmodule
</file>
<file path="flow/run.sh">
#!/bin/bash
# OpenROAD 26Q1-2900-gdf79404cd8, Yosys 0.63+post, stock flow scripts
make -C /OpenROAD-flow-scripts/flow DESIGN_CONFIG=/design/flow/config.mk WORK_HOME=/design/flow/orfs finish
</file>
==> summary.txt <==
Implementation run completed; key figures follow.

Final timing:
- Subtracting the final worst setup slack from the clock period gives about 4500 ps.
- Post-route period utilization is reported as 0.3709.
- Setup violations remaining at the end of the flow were counted as 0.
- The run puts the maximum clock skew at final layout at 4.060 ps.
- Setup repair after global routing left no endpoint under its margin.
- The run puts the worst slew margin relative to its limit at 0.5554.
- The run puts the highest clock frequency the design can meet at between 0.2 and 0.25 GHz.
- Counting pins that exceed their max-slew limit in the final report gives 0.
- The run gives the slew at the pin with the worst max-slew slack as ~670 ps.
- The run puts the post-layout worst setup margin at roughly 7500 ps.
- The run puts the setup total negative slack at 0 ps.
- The run puts the hold violation total from the final report at 0.

Global route:
- The run gives the via count of the first global-routing pass as between 3000 and 4000.
- The run puts the largest net degree at the start of global routing at 63.
- The first global-routing pass estimated about 17000 um of wire.
- The run puts the all-layer global routing usage at 0.1400.
- Global routing finished with a remaining overflow of 0.
- The run puts the number of antenna violations at the first check in global routing at 0.

Hold path:
- In this run the worst hold path is classified as reg -> reg.

Synthesis:
- The run gives the most frequent cell after synthesis as dfxtp_1.
- The run gives the number of different library cells in the post-synthesis netlist as around 70.
- The area fraction of the largest cell type after synthesis is 0.2906.
- The run gives the main flop type as dfxtp_1.
- The synthesized netlist has a Yosys-reported chip area of 0.004478 mm2.
- The run puts the synthesized instance count at between 500 and 600.
- The run gives the mean area per synthesized cell as 8.481 um2.
- The run gives the post-synthesis register bit count as 65.
- The run puts the count of yosys warnings during synthesis at 2.
- The commonest cells after synthesis are dfxtp_1, nor2_1, mux2i_1.
- The run gives the fraction of registers with async set/reset as 0.
- The run gives the total standard cell area after synthesis as approximately 0.0045 mm2.
- In the Yosys report the total cell count is roughly 530.
- Yosys mapped a number of flops with a built-in enable equal to 0.
- The run puts the post-synthesis sequential area ratio at 0.2906.
- Summed over all instances, the cell type with the most area after synthesis is dfxtp_1.
- By area the synthesized netlist is led by dfxtp_1, mux2i_1, ha_1.

CTS:
- Looking at the clock tree report, the root buffer type is clkbuf_16.
- The clock reaches the later pin of the worst-skew pair after around 330 ps.
- The run gives the post-CTS setup-driven buffer insertion count as 0.
- In this run, post-CTS hold repair placed 0 buffers.
- The run puts the number of clock sinks at between 60 and 70.
- The run puts the number of buffers on the longest clock path at 2.
- The run puts the H-tree depth at 3.
- TritonCTS built the clock tree.
- Per the post-CTS timing run, clock transition at the registers of the reported paths is about 60 ps.
- The CTS report gives the tree buffer count as 9.
- The number of gates resized after CTS was 0.

Cells and area:
- The run gives the finished layout cell area as around 0.0050 mm2.
- Between the synthesized netlist and the finished layout, the area growth was recorded as 12.07%.
- In the final layout, the share of cells above drive strength 1 is 0.07308.

Power:
- The run puts the share of total power consumed by net switching at 0.2244.
- The run puts the overall power of the completed layout at about 530 uW.
- The run puts the internal power of the cells at approximately 400 uW.
- The script extracted a total leakage power of between 0.002 and 0.0025 uW.
- Of the total power, registers draw 0.416.
- Power spread over the standard cell area amounts to 105.8 mW/mm2.
- The run puts the share of power burned in the clock network at 0.532.
- The run puts the relative contribution of combinational cells to total power at 0.051.
- The script extracted a net switching power of ~120 uW.
- The run puts the maximum vdd drop at around 0.071 mV.

Setup path:
- The run puts the worst-path maximum fanout at ~47.
- The slowest stage of the critical path is the buf_4 cell.
- The run puts the worst path required time at around 12000 ps.
- Per the post-run analysis, buffers plus inverters along the critical path come to 2.
- The worst setup path is captured at a flop.
- The run gives the worst stage delay on the critical path as roughly 640 ps.
- Data arrives at the worst endpoint at between 4000 and 5000 ps.
- The run gives the cell family with the largest share of critical-path delay as simple AND/OR/NAND/NOR gates.
- For reference, the most critical setup path is categorized as in -> reg.
- The signal on the critical path passes through buf_2 -> buf_4 -> nand2b_1 -> or4_1 -> nand3_1.
- The run gives the sort of element at the start of the critical path as an input port.

Floorplan:
- The run gives the starting utilization of the core area as 0.3081.
- The run gives the height of the die as 124.2 um.
- The run gives the width of the die as roughly 120 um.
- The run gives the total number of placement rows as around 44.
- The floorplan step defined a die boundary enclosing 0.01542 mm2.
- During I/O placement, the number of pins put on the boundary was 35.
- The run gives the area of the core as about 0.015 mm2.

Drt:
- The run gives the number of vias per cell after detailed routing as between 5 and 6.
- The run puts the violation count after the first detailed-routing iteration at 291.
- The run puts the total number of vias at approximately 3600.
- The run puts the number of iterations in the first detailed-routing pass at 5.
- The run puts the post-detailed-route count of antenna-violating nets at 0.
- The run puts the average detailed-routed wire length per instance at 14.07 um.
- The run gives the wire length reported by the detailed router as a little under 10000 um.
- The run gives the number of remaining DRC errors as 0.
- The routed design ends up with an antenna cell count of 0.

Job:
- Across all stage logs, warnings added up to 25.
- The run puts the reported max-cap violation count at 0.

Placed design:
- The run gives the half-perimeter wire length of the detailed placement result as between 7000 and 8000 um.
- The run puts the number of buffers added on ports at 34.
- The run gives the placed cell area as about 0.0047 mm2.
- The final weighted congestion recorded by global placement is about 0.88.
- The run gives the worst slack after detailed placement as 7210 ps.

Run status:
- The run finished with clean final reports.
==> worst paths after layout <==
path	startpoint	end	slack, ps	depth (start not counted)
min reg2reg	fib_out1[0]	fib_out1[0]	500	2
max reg2reg	fib_prev1[0]	fib_prev1[30]	9280	9
max	enable	fib_prev1[28]	7550	5
min	fib_out1[0]	fib_out1[0]	500	2
==> routing by layer <==
layer | global-route usage | share of wire | up-vias
li1 | - | - | 1850
met1 | 0.2081 | 0.50 | 1659
met2 | 0.2113 | 0.43 | 98
met3 | 0.03458 | 0.063 | 9
met4 | 0.01786 | 0.013 | 0
met5 | 0 | 0 | -
==> layout make-up <==
| cell class | instances | area (um2) |
|---|---|---|
| fill | 1477 | 9515 |
| multi-input combinational | 385 | 2754 |
| sequential | 65 | 1301 |
| timing repair buffer | 36 | 345.3 |
| tap | 184 | 230.2 |
| clock buffer | 9 | 225.2 |
| clock inverter | 7 | 95.09 |
| inverter | 18 | 67.56 |
==> flip-flops by register name, summed over array words and instances, names as in the netlist <==
| name | flops |
|---|---|
| fib_prev1 | 32 |
| fib_prev2 | 32 |
| fib_out1 | 1 |
==> worst register-to-register path, cell delays in order, from the launching register on <==
cell      delay, ps
dfxtp_1         320
ha_1            230
fa_1            410
a21oi_1         250
o311ai_2        120
a21oi_1         440
nor4b_4         130
o21bai_1        260
or3b_1          370
o311ai_1         80
==> stage by stage <==
step	utilization	hold slack, ps	instances
floorplan	-	436.5	528
global placement	0.3233	477.1	688
detailed placement	0.3233	488.5	688
CTS	0.3453	502.1	704
global route	0.3453	521.2	704
finish	0.3453	497.1	704
==> cell families (layout without fill, tap and decap cells) <==
group                    after synthesis  after routing  share of synthesized area
AND-OR/OR-AND                        131            131                     0.2101
flip-flops                            65             65                     0.2906
AND/OR/NAND/NOR                      159            159                     0.1777
XOR/XNOR                              18             18                    0.03521
adder cells (fa/ha/maj)               32             32                    0.09109
buffers and inverters                 78             70                    0.09444
multiplexers                          45             45                     0.1009
==> cells in the final DEF, fill, tap and decap left out, types with 5 or more instances in the layout <==
master	netlist	final
inv_1	18	18
xnor2_1	8	8
nand2b_1	9	9
o21ai_0	14	14
nand3_1	13	13
mux2i_1	44	44
clkbuf_16	0	9
nand2_1	29	29
o211ai_1	6	6
dfxtp_1	65	65
a21oi_1	34	34
nor2_1	59	59
o21ai_1	6	6
and2_1	5	5
ha_1	31	31
a21o_1	10	10
nor3_1	7	7
xor2_1	10	10
clkdlybuf4s50_1	0	32
o21bai_1	7	7
nand4_1	8	8
nor2b_1	5	5
a211oi_1	6	6
==> power by group through the flow <==
stage / Combinational (uW) / Sequential (uW) / Clock (uW)
4_1_cts: 27.7 / 221 / 287
5_1_grt: 30.8 / 221 / 299
6_report: 27.3 / 221 / 282
Power figures rest on the tool's default switching activity, not on a simulated workload.
