[flow/design.v]
module control_unit(
    input [15:0] d_in,
    input wire clk,
    input wire reset,
    input wire run,
    output reg [3:0] alu_sel,
    output reg alu_mode,
    output reg [2:0] mux_sel,
    output reg en_s,
    output reg en_c,
    output reg en_0,
    output reg en_1,
    output reg en_2,
    output reg en_3,
    output reg en_4,
    output reg en_5,
    output reg en_6,
    output reg en_7,
    output reg en_i,
    output reg done
);
    parameter STATE0 = 2'b00;   
    parameter STATE1 = 2'b01;   
    parameter STATE2 = 2'b10;   
    parameter STATE3 = 2'b11;   
    wire [2:0]  rx          = d_in[15:13];  
    wire [2:0]  ry          = d_in[12:10];
    wire [2:0]  res1        = d_in[9:7];
    wire [3:0]  _alu_sel    = d_in[6:3];
    wire        _alu_mode   = d_in[2];
    wire [1:0]  res2        = d_in[1:0];
    reg [1:0]   state, next_state;
    always @(posedge clk or posedge reset) begin
        if (reset) begin
            state <= STATE0;
        end
        else if (run) begin
            state <= next_state;
        end
    end
    always @(*) begin
        case(state)
            STATE0: next_state = STATE1;
            STATE1: next_state = STATE2;
            STATE2: next_state = STATE3;
            STATE3: next_state = STATE0;
        endcase
    end
    always @(*) begin
        en_s = 1'b0;
        done = 1'b0;
        en_i = 1'b0;
        en_c = 1'b0;
        en_0 = 1'b0;
        en_1 = 1'b0;
        en_2 = 1'b0;
        en_3 = 1'b0;
        en_4 = 1'b0;
        en_5 = 1'b0;
        en_6 = 1'b0;
        en_7 = 1'b0;
        mux_sel = 3'b0;
        alu_sel = 4'b0;
        alu_mode = 1'b0;
        case (state) 
            STATE0: en_i = 1'b1;
            STATE1: begin
                mux_sel = rx;
                en_s = 1'b1;
            end
            STATE2: begin
                mux_sel = ry;
                alu_sel = _alu_sel;
                alu_mode = _alu_mode;
                en_c = 1'b1;
            end
            STATE3: begin
                done = 1'b1;
                case (rx) 
                    3'b000: en_0 = 1'b1;
                    3'b001: en_1 = 1'b1;
                    3'b010: en_2 = 1'b1;
                    3'b011: en_3 = 1'b1;
                    3'b100: en_4 = 1'b1;
                    3'b101: en_5 = 1'b1;
                    3'b110: en_6 = 1'b1;
                    3'b111: en_7 = 1'b1;
                endcase
            end
        endcase
    end
endmodule
[flow/run.sh]
#!/bin/bash
# OpenROAD 26Q1-2900-gdf79404cd8, Yosys 0.63+post, stock flow scripts
make -C /OpenROAD-flow-scripts/flow DESIGN_CONFIG=/design/flow/config.mk WORK_HOME=/design/flow/orfs finish
[flow/config.mk]
export PLATFORM = sky130hd
export DESIGN_NAME = control_unit
export DESIGN_NICKNAME = control_unit
export VERILOG_FILES = /design/flow/design.v
export SDC_FILE = /design/flow/constraint.sdc
export NUM_CORES = 4
export LEC_CHECK = 1
export CORE_AREA = 10 10 70 70
export DIE_AREA = 0 0 80 80
[flow/constraint.sdc]
current_design control_unit

set clk_period 1.3
set clk_io_pct 0.2

create_clock -name clk0 -period $clk_period [get_ports {clk}]

set non_clock_inputs [all_inputs -no_clocks]
set_input_delay [expr $clk_period * $clk_io_pct] -clock clk0 $non_clock_inputs
set_output_delay [expr $clk_period * $clk_io_pct] -clock clk0 [all_outputs]
==> run_results.csv <==
group,metric,value,unit
die,rows,21,
synth,topCellsByArea,"dfrtp_1 (22%), mux2_2 (13%), and2_1 (9.3%), dfstp_2 (7.8%), a22o_1 (7.8%)",
synth,async_reset_ff_frac,1.00,
synth,synth_cell_type_count,17,
power,leakage,0.444,nW
cts,cts_tree,"done",
global_route,grt_antenna_before_repair,0,
placement,place_area,758,sq um
sta,period_minus_slack,1.60,ns
routing,drtAntennaViolNets,0,
synth,yosys.area.top_type,"dfrtp_1",
routing,vias,485,
synth,synth_top_flop_cell,"dfrtp_1",
critical_path,criticalPathCategory,"register to primary output",
synth,yosys.stat.seqShare,0.300,
cts,h-tree-depth,1,
cts,cts.sinks,4,
synth,synth_top_area_share,0.222,
status,violations,"negative setup slack",
placement,detailedPlace.worstSlack,-0.520,ns
sta,slew_violations,0,
placement,placedCellCount,121,
global_route,grt_pass1_vias,529,
sta,finalClockSkew,0.00578,ns
power,power.total,0.380,mW
die,fp_util,0.0989,
critical_path,path_max_fanout,4,
routing,via_per_inst,3.44,
synth,yosys_area,338,sq um
routing,initialDrtViolationCount,12,
sta,max_freq,0.627,GHz
placement,gp_congestion,0.743,
cts,root_buffer,"clkbuf_4",
global_route,overflow,0,
synth,synth.most_common_cell,"nor2_1",
synth,synth_cells,38,
power,p_comb_frac,0.234,
sta,finalCritPeriodShare,1.23,
global_route,grt_pass1_wl,2470,microns
power,power_density,425,nW/um^2
status,status,"finished with violations",
placement,port_buffers,33,
routing,wirelength,1450,microns
flow_run,maxCapViolations,0,
layout,final_area,893,sq um
sta,hold_violations,0,
die,dieWidth,80,microns
global_route,gr-usage-met3,0.0136,
global_route,use_met1,0.0629,
critical_path,reg2regPathDepth,2,
sta,setup_violations,20,
cts,cts_buffer_depth,2,
synth,common_cells,"nor2_1 (6), and2_1 (5), mux2_2 (4)",
synth,ys_cells,38,
routing,diodes,0,
cts,cts_made_buffers,3,
critical_path,endpoint_kind,"primary output",
die,die_height,80,microns
power,p_int,0.303,mW
sta,hold_slack,0.208,ns
critical_path,critPathLaunchType,"register",
global_route,top_usage_layer,"met2",
cts,clk_pin_slew,0.04,ns
flow_run,warnings,32,
critical_path,r2r_slack,0.28,ns
routing,first_pass_iters,4,
power,p_sw_frac,0.203,
critical_path,arrival,1.34,ns
power,seqPwrFrac,0.330,
sta,worst_pin_slew,0.292,ns
sta,slew_headroom,0.805,
global_route,grt_max_degree,10,
layout,final_layout_size_suffix_gt1_frac,0.621,
sta,worst_slack,-0.296,ns
placement,dp_hpwl,1080,microns
die,io_pins,39,
critical_path,critical_path_required,1.04,ns
routing,wl_per_cell,10.2,microns
power,peakVddDrop,0.138,mV
layout,finalNonFillerCells,141,
power,p_sw,0.0770,mW
synth,edf_count,0,
power,power_frac_clock,0.437,
cts,clk_latency,0.23,ns
worst_hold_path,hold_class,"input pin to asynchronous set/reset pin",
layout,syn_to_final_growth,164,%
sta,rsz0062_at_grt,"true",
die,chipArea,6400,sq um
global_route,grt_usage,0.0448,
synth,yosysWarningCount,1,
synth,syn_area_per_cell,8.89,sq um
die,design.core.area,3420,sq um
synth,numSynthFlops,4,
global_route,met2_usage,0.0634,
synth,netlist_area,338,sq um
routing,route.detailed.drc,0,
worst max-delay path by stage:
stage         slack, ns         end      from
CTS               -0.32  alu_sel[0]  register
global route      -0.37  alu_sel[0]  register
finish            -0.30  alu_sel[0]  register
layer usage:
layer,up-vias,part of all wire
met1,211,0.47
met3,2,0.091
li1,247,-
met5,-,0
met2,25,0.42
met4,0,0.019
cells in the final DEF, fill, tap and decap left out, drive strengths merged:
| cell | netlist | routed |
|---|---|---|
| buf | 1 | 35 |
| clkdlybuf4s50 | 0 | 11 |
| nor2 | 7 | 7 |
| clkbuf | 0 | 6 |
| dlygate4sd2 | 0 | 5 |
| nor3 | 5 | 5 |
| and2 | 5 | 5 |
| mux2 | 4 | 4 |
| nor2b | 3 | 3 |
| a22o | 3 | 3 |
| nand2b | 3 | 3 |
| dfrtp | 3 | 3 |
| nand2 | 2 | 2 |
| inv | 1 | 1 |
| dfstp | 1 | 1 |
| clkdlybuf4s15 | 0 | 1 |
layout make-up:
class,instances,area (sq um)
tap,46,57.6
timing repair buffer,54,438
sequential,4,103
multi-input combinational,32,265
inverter,1,3.75
fill,368,2520
clock buffer,4,26.3
power groups by stage:
| stage | Sequential [mW] | Clock, mW | Combinational [mW] |
|---|---|---|---|
| 4_1_cts | 0.125 | 0.176 | 0.0847 |
| 6_report | 0.125 | 0.166 | 0.0887 |
| 5_1_grt | 0.125 | 0.198 | 0.0991 |
worst max-delay path, cell delays in order, from the launching register on:
cell	delay (ns)
dfstp_2	0.60
nor3_4	0.07
buf_6	0.12
buf_6	0.10
and2_4	0.12
buf_6	0.10
through the flow:
step	TNS [ns]	utilization
after CTS	-3.86	0.253
after detailed placement	-7.62	0.222
after floorplan	0	-
final	-3.26	0.262
after global routing	-4.96	0.262
after global placement	-7.37	0.222
cell families (layout without fill, tap and decap cells):
logic type	count (synthesis)	after routing	synth area share
flops	4	4	0.300
mux	4	4	0.133
simple gates	25	25	0.463
compound gates	3	3	0.0778
buf+inv	2	59	0.0259
repair_timing:
action	CTS	global route
pin swaps	17	2
gates cloned	0	0
endpoints found under the setup margin	20	20
buffers inserted	14	2
resized	66	9
hold buffers	0	0
hold endpoints to repair	0	0
Power figures rest on the tool's default switching activity, not on a simulated workload.
