==> ./design.v <==
module alu(
    input   wire        carry_in,
    input   wire [15:0] in_a,
    input   wire [15:0] in_b,
    input   wire [3:0]  select,
    input   wire        mode,
    output  wire        carry_out,
    output  wire        compare,
    output  wire [15:0] alu_out
);  
    wire [15:0] arithmetic_out, logic_out;
    wire compare_out;
    arithmetic_unit AU (
        .carry_in(carry_in),
        .in_a(in_a),
        .in_b(in_b),
        .select(select),
        .ar_out(arithmetic_out),
        .carry_out(carry_out),
        .comp_out(compare_out)
    );
    logic_unit LU (
        .in_a(in_a),
        .in_b(in_b),
        .select(select),
        .log_out(logic_out)
    );
    assign compare = compare_out | 1'b0;
    assign alu_out = mode ? logic_out : arithmetic_out;
endmodule
module arithmetic_unit(
    input   wire        carry_in,
    input   wire [15:0] in_a,
    input   wire [15:0] in_b,
    input   wire [3:0]  select,
    output  reg  [15:0] ar_out,
    output  reg        carry_out,
    output  wire [0:0]  comp_out
);
    assign comp_out = (in_a == in_b);
    wire [15:0] ab      = in_a & in_b;
    wire [15:0] anotb   = in_a & ~in_b;
    wire [15:0] aorb    = in_a | in_b;
    wire [15:0] aornotb = in_a | ~in_b;
    always @(*) begin
      	carry_out = 1'b0;
        case (select)
            4'd0:   {carry_out, ar_out} = carry_in + in_a;                   
            4'd1:   {carry_out, ar_out} = carry_in + (in_a | in_b);            
            4'd2:   {carry_out, ar_out} = carry_in + (in_a | ~in_b);           
            4'd3:   {carry_out, ar_out} = carry_in + {16{1'b1}};           
            4'd4:   {carry_out, ar_out} = carry_in + (in_a | anotb);           
            4'd5:   {carry_out, ar_out} = carry_in + (aorb | anotb);  
            4'd6:   {carry_out, ar_out} = carry_in + (in_a - in_b - 1);     
            4'd7:   {carry_out, ar_out} = carry_in + (anotb - 1);           
            4'd8:   {carry_out, ar_out} = carry_in + (in_a + ab);              
            4'd9:   {carry_out, ar_out} = carry_in + (in_a + in_b);            
            4'd10:  {carry_out, ar_out} = carry_in + (aornotb + ab);           
            4'd11:  {carry_out, ar_out} = carry_in + (ab - 1);              
            4'd12:  {carry_out, ar_out} = carry_in + (in_a + in_a);            
            4'd13:  {carry_out, ar_out} = carry_in + (aorb + in_a);            
            4'd14:  {carry_out, ar_out} = carry_in + (aornotb + in_a);         
            4'd15:  {carry_out, ar_out} = carry_in + (in_a - 1);            
            default: {carry_out, ar_out} = {1'b0, 16'b0}; 
        endcase
    end
endmodule
module logic_unit(
    input   wire [15:0] in_a,
    input   wire [15:0] in_b,
    input   wire [3:0]  select,
    output  reg  [15:0] log_out
);
        always @(*) begin
        case (select)
            4'd0:   log_out = ~in_a;             
            4'd1:   log_out = ~(in_a | in_b);    
            4'd2:   log_out = ~in_a & in_b;      
            4'd3:   log_out = 16'b0;             
            4'd4:   log_out = ~(in_a & in_b);    
            4'd5:   log_out = ~in_b;             
            4'd6:   log_out = in_a ^ in_b;       
            4'd7:   log_out = in_a & ~in_b;      
            4'd8:   log_out = ~in_a | in_b;      
            4'd9:   log_out = ~(in_a ^ in_b);    
            4'd10:  log_out = in_b;              
            4'd11:  log_out = in_a & in_b;       
            4'd12:  log_out = 16'b1;             
            4'd13:  log_out = in_a | ~in_b ;     
            4'd14:  log_out = in_a | in_b ;      
            4'd15:  log_out = in_a  ;            
            default:    log_out = 16'b0;         
        endcase
    end
endmodule
==> ./run.sh <==
#!/bin/bash
# OpenROAD 26Q1-2900-gdf79404cd8, Yosys 0.63+post, stock flow scripts
make -C /OpenROAD-flow-scripts/flow DESIGN_CONFIG=/design/flow/config.mk WORK_HOME=/design/flow/orfs finish
==> ./config.mk <==
export PLATFORM = sky130hd
export DESIGN_NAME = alu
export DESIGN_NICKNAME = alu
export VERILOG_FILES = /design/flow/design.v
export SDC_FILE = /design/flow/constraint.sdc
export NUM_CORES = 4
export LEC_CHECK = 1
export CORE_UTILIZATION = 40
==> ./constraint.sdc <==
current_design alu

set clk_period 10.3
set clk_io_pct 0.2

create_clock -name clk0 -period $clk_period

set non_clock_inputs [all_inputs -no_clocks]
set_input_delay [expr $clk_period * $clk_io_pct] -clock clk0 $non_clock_inputs
set_output_delay [expr $clk_period * $clk_io_pct] -clock clk0 [all_outputs]
==> out/results.ini <==
[final_layout]
num-fill-cells=2679
drive_above_1_share=0.0747
design_area_sq_um=11000
num-clock-buffers=0
fin_util=0.435
seq_area_sq_um=0
area_delta_synth_final_pct=6.44
ff_count=0
comb_area_sq_um=9360

[hold_path]
min_from=select[1]
hold_end=alu_out[7]
hp-class=input port to primary output
hold_depth=6

[final_timing]
fin_crit_ns=9.12
slew_viol_final=0
rsz0062_at_grt=no
setup_tns_ns=0
period_used_share=0.886
finalSetupViolCount=0
max_freq_ghz=0.110
max_slew_margin=0.354
final_hold_viol_count=0
timing.hold.ws_ns=5.21
tightest_slew_ns=0.966

[logic_synthesis]
syn_avg_cell_area_sq_um=6.61
postSynthSeqShare=0
yosys_area_sq_um=10300
netlist_area_sq_um=10300
ys_warn_count=2
synthDistinctLibCells=109
yosysCellCount=1557
syn_inst=1557

[run_status]
status=completed

[routing]
ant_nets=0
antennaDiodeCount=0
via_count=13000
drc=0
drtPass1Iterations=6
drt_iter0_markers=1719
vias_per_cell=6.98
wl_um=58600
wl_per_cell_um=31.6

[clock_network]
post_cts_buffers=0
cts_resized=0
ctsHoldBuffers=0

[setup_path]
cp_data_required_time_ns=8.24
cp_max_fo=11
endpoint_kind=primary output
setup.worst_path.start=in_a[0]
cp.arrival_ns=7.06
worst_setup_path_start_kind=input port
worstSetupPathType=input port to primary output

[grt]
grt_usage=0.449
antenna_found_initial=1
grt_max_degree=52
grt_pass1_vias=11900
grt-ovfl-total=0
grt_pass1_wl_um=84600

[power_and_ir_drop]
p_per_area_nw_per_um2=52.8
leakagePower_nw=4.15
ir_drop_uv=32.1

[floorplan]
fp.dieH_um=162
ios=56
rows=58
initCoreUtil=0.409
die_area_sq_um=26400
fp.dieW_um=162
core_area_sq_um=25200

[job]
warnings=122
maxCapViolCount=0

[placement]
place_congestion=1.04
place_area_sq_um=11000
dp_hpwl_um=42800
port_buffers=56

metal layers:
layer,share of wire,global-route usage
met5,0,0
met1,0.41,0.621
met4,0.058,0.207
met3,0.13,0.136
met2,0.40,0.634
where the power goes:
group	switching (mW)	internal (mW)
sequential	0	0
clock	0	0
combinational	0.374	0.205
worst max-delay path by stage:
stage | cells past startpoint | slack (ns) | endpoint
6_report | 14 | 1.18 | alu_out[14]
4_1_cts | 14 | 1.26 | alu_out[14]
5_1_grt | 14 | 0.90 | alu_out[14]
layout by cell type, fill, tap and decap left out, drive strengths merged, types with 24 or more instances in the layout:
master,instances
nand2b,25
mux2i,24
ha,119
xnor2,82
nor3,31
a31oi,24
a21oi,131
nand3,33
o22ai,42
buf,52
a221oi,27
clkdlybuf4s50,52
nor2b,30
inv,76
nand2,148
o21ai,114
nor2,141
xor2,26
stage by stage:
step / power (mW) / worst slack, ns / cells
final: 0.579 / 1.18 / 1856
after global routing: 0.611 / 0.901 / 1856
after CTS: 0.556 / 1.26 / 1856
after detailed placement: 0.553 / 1.31 / 1856
after global placement: 0.556 / 1.33 / 1856
after floorplan: 0.354 / 3.08 / 1557
area by class of cell:
cell class	instances	area share
inverter	77	0.0264
tap	330	0.0377
timing repair buffer	104	0.0822
multi-input combinational	1345	0.854
worst max-delay path, cell delays in order:
cell and delay, ns:
clkdlybuf4s50_1 0.71, inv_1 0.27, fa_1 0.50, fa_1 0.45, o21ba_2 0.25, or4_1 0.38
o21ai_0 0.15, o22ai_1 0.26, o21ai_1 0.43, mux2i_1 0.27, o22ai_1 0.10, or4_1 0.52
o31a_1 0.31, clkdlybuf4s50_1 0.40
logic make-up after synthesis:
family,share of synthesized area
xor+xnor,0.0919
mux,0.0375
buf+inv,0.0913
simple gates,0.255
compound gates,0.372
fa+ha+maj,0.152
cells in the mapped netlist, drive strengths merged (10+ instances only):
library cell | instances | share of area
nand2 | 148 | 0.057
nor2 | 141 | 0.052
a21oi | 131 | 0.065
ha | 119 | 0.14
o21ai | 114 | 0.056
xnor2 | 82 | 0.070
clkbuf | 77 | 0.028
inv | 76 | 0.028
buf | 58 | 0.035
o22ai | 42 | 0.026
nand3 | 33 | 0.017
nor3 | 31 | 0.018
nor2b | 30 | 0.018
a221oi | 27 | 0.024
xor2 | 26 | 0.022
nand2b | 25 | 0.015
a31oi | 24 | 0.015
mux2i | 24 | 0.023
a22oi | 23 | 0.017
nand4 | 20 | 0.012
o211ai | 20 | 0.015
o221ai | 17 | 0.014
a211oi | 16 | 0.012
o31ai | 16 | 0.012
or2 | 16 | 0.0097
a2111oi | 14 | 0.013
a21o | 12 | 0.0087
and3 | 12 | 0.0078
nor4 | 12 | 0.0094
o2111ai | 11 | 0.010
a32oi | 10 | 0.0085
or3 | 10 | 0.0061
Power and IR drop assume default switching activity.
